==> /design/flow/run.sh <==
#!/bin/bash
# OpenROAD 26Q1-2900-gdf79404cd8, Yosys 0.63+post, stock flow scripts
make -C /OpenROAD-flow-scripts/flow DESIGN_CONFIG=/design/flow/config.mk WORK_HOME=/design/flow/orfs finish
==> /design/flow/config.mk <==
export PLATFORM = sky130hd
export DESIGN_NAME = randomgenerator
export DESIGN_NICKNAME = randomgenerator
export VERILOG_FILES = /design/flow/design.v
export SDC_FILE = /design/flow/constraint.sdc
export NUM_CORES = 4
export LEC_CHECK = 1
export CORE_AREA = 10 10 70 70
export DIE_AREA = 0 0 80 80
==> /design/flow/constraint.sdc <==
current_design randomgenerator

set clk_period 1.0
set clk_io_pct 0.2

create_clock -name clk0 -period $clk_period [get_ports {clk}]

set non_clock_inputs [all_inputs -no_clocks]
set_input_delay [expr $clk_period * $clk_io_pct] -clock clk0 $non_clock_inputs
set_output_delay [expr $clk_period * $clk_io_pct] -clock clk0 [all_outputs]
==> /design/flow/design.v <==
module randomgenerator(
    input logic clk,
    output logic[3:0] out
    );
    logic [15:0] seq = 16'b0;
    always_ff @(posedge clk)
        begin
            seq <= { seq[14:0], ~(seq[15] ^ seq[14] ^ seq[13])};
        end
    assign out = seq[3:0];
endmodule
==> results.py <==
# Metrics from the implementation run
metrics = {
    "power": {
        "leakagePower_nw": 0.184,
        "power_mw": 1.03,
        "power_per_cell_area_mw_per_mm2": 2200,
        "peakVddDrop_mv": 0.695,
    },
    "global_routing": {
        "grt_util_all_layers_pct": 1.38,
        "use_met2_pct": 1.85,
        "met1_usage_pct": 1.44,
        "grt-busiest-layer": "met2",
        "grt_pass1_wl_microns": 696,
        "grt_pass1_vias": 170,
        "antenna_found_initial": 0,
        "overflow": 0,
        "use_met3_pct": 1.36,
        "grt_max_degree": 10,
    },
    "setup_path": {
        "worstPathArrival_ns": 0.69,
        "worst-path-max-fanout": 2,
        "reg2reg_slack_ns": 0.19,
        "cp_num_buf_inv": 1,
        "worstPathCellList": "clkbuf_2",
        "crit_family": "flip-flops",
        "cpMaxStageDelayCell": "dfxtp_2",
        "end_kind": "output port",
        "max_stage_delay_ns": 0.34,
        "crit_start": "seq[2]",
        "crit_end": "out[2]",
        "required_ns": 0.80,
        "start_kind": "register",
        "reg2reg_from": "seq[14]",
        "reg2reg_to": "seq[0]",
        "cp_num_cells": 1,
        "r2r_cells": 1,
        "worst-setup-path-type": "register to output port",
    },
    "synth": {
        "yosys_cells": 21,
        "synth.most_common_cell": "dfxtp_1",
        "yosysSeqAreaShare_pct": 85.9,
        "numSynthFlops": 16,
        "yosys-stat-area_sq_um": 373,
        "synth_cells": 21,
        "async_reset_ff_share_pct": 0,
        "yosysTopAreaCellShare_pct": 85.9,
        "synth.distinct_cells": 3,
        "syn_area_sq_um": 373,
        "synth_area_per_cell_sq_um": 17.8,
        "largest_area_cell": "dfxtp_1",
        "top_cells_by_count": "dfxtp_1 (16), buf_4 (4), xnor3_1 (1)",
        "edf_count": 0,
        "flop_cell": "dfxtp_1",
        "area_leaders": "dfxtp_1 (86%), buf_4 (8.1%), xnor3_1 (6.0%)",
        "synth_warnings": 1,
    },
    "final_timing": {
        "grt_setup_unrepaired": "false",
        "relSlewSlack_pct": 94.5,
        "worst_hold_slack_ns": 0.333,
        "fmax_mhz": 1120,
        "slew_violations": 0,
        "tns_ns": 0,
        "period_used_pct": 89.2,
        "worst_slew_pin_slew_ns": 0.0820,
        "setup_violations": 0,
        "finClkSkew_ns": 0.000806,
        "finalCriticalPeriod_ns": 0.892,
        "hold_viol": 0,
    },
    "detailed_routing": {
        "first_pass_iters": 1,
        "vias": 154,
        "viasPerCell": 2.14,
        "drt_iter0_markers": 0,
        "ant_nets": 0,
        "drt_wl_total_microns": 389,
        "wl_per_cell_microns": 5.40,
        "n_antenna_cell": 0,
        "drc": 0,
    },
    "place": {
        "dp_hpwl_microns": 261,
        "gp_congestion": 0.703,
        "io_buffers": 4,
        "placed_cells": 67,
    },
    "floorplan": {
        "coreArea_sq_mm": 0.00342,
        "fp.dieW_microns": 80,
        "ios": 5,
        "dieArea_sq_mm": 0.00640,
        "initial_core_util_pct": 10.9,
        "rows": 21,
        "die_height_microns": 80,
    },
    "clock_tree": {
        "cts.sinks": 16,
        "cts_root_buf": "clkbuf_4",
        "clockBufferDepth": 2,
        "clock_latency_ns": 0.27,
        "cts-htree-levels": 1,
        "cts.clk_slew.worst_paths_ns": 0.08,
        "cts_tree": "done",
        "numCtsBuffers": 3,
    },
    "min_path": {
        "min-delay-start": "seq[10]",
        "hp-class": "register to register",
    },
    "status": {
        "status": "finished clean",
    },
    "cells_and_area": {
        "fin_cells": 72,
        "seq_area_sq_um": 325,
        "logic_area_sq_um": 22.5,
        "reg_top3": "seq x16",
        "drive_gt1_share_pct": 50.0,
        "syn2layout_area_growth_pct": 25.8,
        "largest_reg_flops": 16,
        "fillers": 401,
        "largest-register": "seq",
    },
    "job": {
        "warning_count": 25,
        "maxCapViolations": 0,
    },
}
kinds of logic after synthesis:
logic type	share of synthesized area, %
xor+xnor	6.04
buf+inv	8.05
flops	85.9
per-layer routing:
| layer | share of wire, % | up-vias |
|---|---|---|
| li1 | - | 70 |
| met1 | 45 | 74 |
| met2 | 38 | 6 |
| met3 | 13 | 4 |
| met4 | 2.8 | 0 |
| met5 | 0 | - |
cell type report:
class / instances / area share (%)
Sequential cell: 16 / 69.3
Clock buffer: 4 / 7.73
Tap cell: 46 / 12.3
Multi-Input combinational cell: 1 / 4.80
Timing Repair Buffer: 5 / 5.87
how the worst min path moves through the flow:
stage / to / depth (start not counted)
4_1_cts: seq[11] / 0
5_1_grt: seq[13] / 0
6_report: seq[11] / 0
repair_timing:
action	4_1_cts	5_1_grt
setup endpoints to repair	4	4
setup buffers	1	0
resized	12	4
hold buffers	0	0
endpoints found under the hold margin	0	0
cells in the final DEF (no fill, tap or decap):
cell and instances:
dfxtp_2 4, clkbuf_2 4, dfxtp_1 12, clkbuf_8 1, clkbuf_4 3, xnor3_1 1
buf_4 1
per-stage QoR:
step / setup WS [ns] / utilization (%) / cell area [sq um]
finish: 0.108 / 13.7 / 469
global route: 0.0637 / 13.7 / 469
CTS: 0.0143 / 14.3 / 489
floorplan: 0.218 / - / 373
detailed placement: -0.00863 / 12.9 / 440
global placement: -0.0270 / 12.9 / 440
power breakdown:
| part | switching (mW) | internal, mW | leakage (nW) |
|---|---|---|---|
| Sequential | 0 | 0.636 | 0.131 |
| Combinational | 0 | 0 | 0.0323 |
| Clock | 0.173 | 0.221 | 0.0210 |
| Total | 0.173 | 0.857 | 0.184 |
Power and IR drop assume default switching activity.
